==> design/flow/design.v <==
`timescale 1ns / 1ps
module AXIToStream_W #(
    parameter DATA_WIDTH = 128,
    parameter ID_WIDTH = 32,
    parameter USER_WIDTH = 64,
    parameter STREAM_TYPE = 3'b011,
    parameter STREAM_TYPE_WIDTH = 3,
    parameter BURST_SIZE = 4
) (
    input  wire                    clk,
    input  wire                    resetn,
    input  wire                    ready,
    output wire                    valid,
    output wire                    in_progress,
    output wire                    last,
    output wire [  DATA_WIDTH-1:0] data,
    output wire [    ID_WIDTH-1:0] AXIM_wid,
    output wire [  DATA_WIDTH-1:0] AXIM_wdata,
    output wire [DATA_WIDTH/8-1:0] AXIM_wstrb,
    output wire                    AXIM_wlast,
    output wire [  USER_WIDTH-1:0] AXIM_wuser,
    output wire                    AXIM_wvalid,
    input  wire                    AXIM_wready,
    input  wire [    ID_WIDTH-1:0] AXIS_wid,
    input  wire [  DATA_WIDTH-1:0] AXIS_wdata,
    input  wire [DATA_WIDTH/8-1:0] AXIS_wstrb,
    input  wire                    AXIS_wlast,
    input  wire [  USER_WIDTH-1:0] AXIS_wuser,
    input  wire                    AXIS_wvalid,
    output wire                    AXIS_wready
);
  enum reg [1:0] {
    METADATA,   
    DATA,   
    STROBE   
  } state;
  reg [BURST_SIZE*(DATA_WIDTH/8)-1:0] strobes;
  assign last = (state == STROBE);
  assign AXIM_wid = AXIS_wid;
  assign AXIM_wdata = AXIS_wdata;
  assign AXIM_wstrb = AXIS_wstrb;
  assign AXIM_wlast = AXIS_wlast;
  assign AXIM_wuser = AXIS_wuser;
  assign AXIM_wvalid = AXIS_wvalid && (~resetn || ready && (state == DATA));
  assign AXIS_wready = AXIM_wready && (~resetn || ready && (state == DATA));
  assign valid = resetn && AXIS_wvalid && AXIM_wready;
  assign in_progress = (state > METADATA);
  assign data =   
      (ready && valid) ?
      (state == METADATA) ?
      {STREAM_TYPE, {DATA_WIDTH - STREAM_TYPE_WIDTH - ID_WIDTH{1'b0}}, AXIM_wid} :
      (state == DATA) ?
      AXIS_wdata :
      {STREAM_TYPE, {DATA_WIDTH - STREAM_TYPE_WIDTH - (BURST_SIZE * (DATA_WIDTH / 8)) {1'b0}}, strobes} :
      0;
  always @(posedge clk) begin
    if (resetn) begin
      if (ready && valid) begin
        if (state == METADATA) begin
          state   <= DATA;
          strobes <= 0;
        end else if (state == DATA) begin
          strobes <= {strobes[(BURST_SIZE-1)*DATA_WIDTH/8-1:0], AXIS_wstrb};
          if (AXIS_wlast) begin
            state <= STROBE;
          end
        end else if (state == STROBE) begin
          state   <= METADATA;
          strobes <= 0;
        end else begin
          state   <= state;
          strobes <= strobes;
        end
      end else begin
        state   <= state;
        strobes <= strobes;
      end
    end else begin
      state   <= METADATA;
      strobes <= 0;
    end
  end
endmodule
==> design/flow/run.sh <==
#!/bin/bash
# OpenROAD 26Q1-2900-gdf79404cd8, Yosys 0.63+post, stock flow scripts
make -C /OpenROAD-flow-scripts/flow DESIGN_CONFIG=/design/flow/config.mk WORK_HOME=/design/flow/orfs finish
==> design/flow/config.mk <==
export PLATFORM = sky130hd
export DESIGN_NAME = AXIToStream_W
export DESIGN_NICKNAME = AXIToStream_W
export VERILOG_FILES = /design/flow/design.v
export SDC_FILE = /design/flow/constraint.sdc
export NUM_CORES = 4
export LEC_CHECK = 1
export CORE_AREA = 10 10 243 243
export DIE_AREA = 0 0 253 253
==> design/flow/constraint.sdc <==
current_design AXIToStream_W

set clk_period 8.7
set clk_io_pct 0.2

create_clock -name clk0 -period $clk_period [get_ports {clk}]

set non_clock_inputs [all_inputs -no_clocks]
set_input_delay [expr $clk_period * $clk_io_pct] -clock clk0 $non_clock_inputs
set_output_delay [expr $clk_period * $clk_io_pct] -clock clk0 [all_outputs]
==> results.yml <==
# physical design summary
worst_setup_path:
  path_cells: "clkdlybuf4s50_1, buf_4, nand4_4, nor2_4, buf_4, and2_1, clkdlybuf4s50_1"
  path_class: "in2out"
  endpoint_kind: "output pin"
  crit_fanout: 62
  setup.worst_path.end: "data[118]"
  startpoint_type: "input pin"
  critPathLaunch: "resetn"
  crit_slowest_cell: "clkdlybuf4s50_1"
  critPathMaxStageDelay_ns: 0.52
  reg2reg_depth: 5
  crit_arrival_ns: 3.98
  worstPathRequired_ns: 6.96
  rrSetupSlack_ns: 6.05
  reg2reg_from: "state[2]"
  worstReg2RegEnd: "strobes[63]"
synthesis:
  ys_cells: 780
  ys_warn_count: 1
  synth.cellmix.compoundShare_pct: 10.2
  postSynthAreaPerCell_um2: 7.70
  synth_cells: 780
  synthTopLogicFamily: "buffers and inverters"
  yosys-stat-area_mm2: 0.00601
  xor_share_pct: 0
  yosys.stat.seqShare_pct: 22.3
  netlist_area_mm2: 0.00601
  ys.flops: 67
  ys_sh_adder_pct: 0
  yosysUniqueCellTypes: 28
  ys_sh_simple_pct: 19.4
  ys_sh_mux_pct: 14.2
detailed_routing:
  routed_via_density: 3.44
  drc: 0
  avgRoutedWirePerCell_um: 23.7
  antenna_left: 0
  first_pass_iters: 4
  wirelength_um: 40400
  dr.first_iter.drc_count: 250
  vias: 5868
clock_tree:
  clock.latency.late_pin_ns: 0.34
  cts.clk_slew.worst_paths_ns: 0.06
  post_cts_resized: 0
  clock_sinks: 67
  cts_tree: "built"
  cts_root_buf: "clkbuf_16"
  postCtsSetupBuffers: 0
  cts_htree_levels: 3
  numCtsBuffers: 9
  cts-hold-fix-buffers: 0
  clockBufferDepth: 2
finish:
  fin_util_pct: 18.9
  post-route-cell-area_mm2: 0.0102
  fin_cells: 1706
  syn2layout_area_growth_pct: 69.1
  fill_cells: 5963
  layout-drive-gt1-share_pct: 6.84
floorplan:
  core_mm2: 0.0538
  die_x_um: 253
  dieArea_mm2: 0.0640
  initCoreUtil_pct: 11.2
  die_h_um: 253
  io_pins: 620
  rows: 85
global_route:
  grt_max_degree: 63
  grt_pass1_wl_um: 53900
  grt_pass1_vias: 6637
  gr-total-overflow: 0
  antenna_found_initial: 0
  grt_usage_pct: 12.2
timing:
  drv_slew: 0
  relSlewSlack_pct: 54.9
  fin_worst_skew_ns: 0.00915
  fmax_mhz: 175
  grt_setup_unrepaired: "no"
  finalHoldViolations: 0
  layout_min_cycle_time_ns: 5.72
  tightest_slew_ns: 0.676
  final-setup-viol-count: 0
  tns_ns: 0
  finalCritPeriodShare_pct: 65.7
status:
  outcome: "finished, final reports clean"
place:
  port_buffers: 491
  place_area_mm2: 0.00988
  dp_hpwl_um: 35500
  place.gp.congestion: 0.916
  dp.cells: 1689
power_and_ir_drop:
  powerDensity_mw_per_mm2: 92.8
  peakVddDrop_v: 0.0000582
  leakagePower_nw: 3.43
job:
  maxCapViolCount: 0
  warnings: 25
hold_path:
  worstHoldPathType: "reg2reg"
==> sequential cells by signal, indices dropped and copies added, names as in the netlist <==
| register | count |
|---|---|
| state | 3 |
| strobes | 64 |
==> critical path: cells and delay by family <==
family | cells | cell delay [ns]
AND/OR/NAND/NOR | 3 | 0.50
buffers and inverters | 4 | 1.69
==> power by group <==
group | internal [mW] | switching [mW]
logic | 0.175 | 0.0925
registers | 0.315 | 0.0152
clock network | 0.194 | 0.150
total | 0.684 | 0.258
==> worst min-delay path by stage <==
stage / from / endpoint / depth (start not counted)
CTS: strobes[3] / strobes[19] / 2
global route: strobes[55] / strobes[55] / 1
finish: strobes[4] / strobes[20] / 2
==> metal layers <==
metal / GRT usage [%] / up-vias / routed length (µm)
li1: - / 2791 / -
met5: 0 / - / 0
met1: 13.7 / 2728 / 15300
met4: 0.585 / 0 / 193
met2: 22.7 / 334 / 21300
met3: 4.26 / 15 / 3630
==> Yosys cell counts (all sizes together) <==
cell type	instances	area share (%)
o211ai	1	0.13
and3	1	0.10
nand2	146	9.1
nand2b	1	0.10
nor2b	2	0.21
clkbuf	24	1.5
mux2	32	6.0
nor2	38	2.5
inv	1	0.062
nor3	1	0.27
dfxtp	67	22
nand3	2	0.17
a2bb2oi	48	7.0
and2	62	6.5
mux2i	49	8.2
or2	1	0.10
buf	265	32
and3b	1	0.15
nand4	1	0.21
a21boi	1	0.13
o21ai	3	0.25
a21oi	32	2.7
clkinv	1	0.062
==> through the flow <==
stage	total power [mW]	hold WS (ns)	setup WS, ns
floorplan	0.445	0.442	4.45
global placement	0.614	0.459	2.94
detailed placement	0.613	0.461	2.94
CTS	0.963	0.471	2.92
global route	0.989	0.496	2.81
finish	0.942	0.471	2.98
==> cell usage in the layout (no fill, tap or decap), types with 2 or more instances in the layout <==
master and instances:
clkdlybuf4s50_1 491, nand2_1 146, dfxtp_1 65, and2_1 62
mux2i_1 49, a2bb2oi_1 48, nor2_1 36, mux2_2 32
a21oi_1 32, buf_4 11, clkbuf_16 9, nor2_4 2
nand3_1 2, o21ai_0 2, nor2b_1 2, clkinv_2 2
inv_6 2
==> final cells by class <==
class | count | area, µm² | share of cell area, %
Inverter | 2 | 7.51 | 0.0739
Clock buffer | 9 | 225 | 2.22
Sequential cell | 67 | 1350 | 13.3
Clock inverter | 7 | 50.0 | 0.493
Timing Repair Buffer | 502 | 5000 | 49.2
Multi-Input combinational cell | 422 | 2660 | 26.2
Antenna cell | 1 | 2.50 | 0.0246
Tap cell | 696 | 871 | 8.57
==> logic make-up after synthesis <==
kind of cell / count (synthesis)
AOI/OAI and AO/OA: 85
buffers and inverters: 291
DFF: 67
muxes: 81
and+or+nand+nor: 256
Power is estimated from default activity; no workload was simulated.
