`flow/run.sh`:
```
#!/bin/bash
# OpenROAD 26Q1-2900-gdf79404cd8, Yosys 0.63+post, stock flow scripts
make -C /OpenROAD-flow-scripts/flow DESIGN_CONFIG=/design/flow/config.mk WORK_HOME=/design/flow/orfs finish
```
`flow/config.mk`:
```
export PLATFORM = sky130hd
export DESIGN_NAME = FrameFormer_wrapper
export DESIGN_NICKNAME = FrameFormer_wrapper
export VERILOG_FILES = /design/flow/design.v
export SDC_FILE = /design/flow/constraint.sdc
export NUM_CORES = 4
export LEC_CHECK = 1
export CORE_UTILIZATION = 50
```
`flow/constraint.sdc`:
```
current_design FrameFormer_wrapper

set clk_period 30.0
set clk_io_pct 0.2

create_clock -name clk0 -period $clk_period [get_ports {ACLK}]

set non_clock_inputs [all_inputs -no_clocks]
set_input_delay [expr $clk_period * $clk_io_pct] -clock clk0 $non_clock_inputs
set_output_delay [expr $clk_period * $clk_io_pct] -clock clk0 [all_outputs]
```
`flow/design.v`:
```
`timescale 1ns / 1ps
module FrameFormer # (
    parameter integer MAX_INTERNAL_SPACE = 64,
    parameter integer OUTPUT_WIDTH = 64,
    parameter integer INPUT_WIDTH = 64 
    )
   (
    input wire ACLK,
    input wire ARESETN,
    input wire [INPUT_WIDTH-1:0] S_AXIS_tdata,
    output wire S_AXIS_tready,
    input wire [7:0] S_AXIS_tkeep,
    input wire S_AXIS_tvalid,
    input wire S_AXIS_tlast,
    output wire [OUTPUT_WIDTH-1:0] M_AXIS_tdata,
    input wire M_AXIS_tready,
    output wire [7:0] M_AXIS_tkeep,
    output wire M_AXIS_tvalid,
    output wire M_AXIS_tlast,
    input wire [47:0] Destination_Address,
    input wire [47:0] Source_Address,
    input wire [15:0] Link_Type,
    input wire [15:0] SyncWord,
    input wire [13:0] Packet_Size,
    output wire FFMisReady,
    output wire [13:0] FFMState,
    output wire FFSisFull,
    output wire FFSisEmpty,
    output wire [$clog2(MAX_INTERNAL_SPACE):0] FFSTail,
    output wire [INPUT_WIDTH-1:0] FFSFFM_Data_Transfer,
    output wire [INPUT_WIDTH-1:0] FFSFFM_delayed_Transfer,
    output wire counterPulseOutFFS,
    output wire counterPulseOutFFM
    );
    wire Framer_Ready;
    wire Input_Buffer_Full;
    wire Input_Buffer_Empty;
    wire [63:0] Data_Transfer;
    wire [63:0] Delayed_Data_Transfer;
    assign FFMisReady = Framer_Ready;
    assign FFSisFull = Input_Buffer_Full;    
    assign FFSisEmpty = Input_Buffer_Empty;
    assign FFSFFM_Data_Transfer = Data_Transfer;
    assign FFSFFM_delayed_Transfer = Delayed_Data_Transfer;
    FrameFormerSubordinate # (
    .INPUT_WIDTH(INPUT_WIDTH),
    .MAX_INTERNAL_SPACE(MAX_INTERNAL_SPACE),
    .OUTPUT_WIDTH(OUTPUT_WIDTH)
    )FFS(
        .ACLK(ACLK),
        .ARESETN(ARESETN),
        .S_AXIS_tdata(S_AXIS_tdata),
        .S_AXIS_tready(S_AXIS_tready),
        .S_AXIS_tkeep(S_AXIS_tkeep),
        .S_AXIS_tvalid(S_AXIS_tvalid),
        .S_AXIS_tlast(S_AXIS_tlast),
        .FramerReady(Framer_Ready),
        .empty(Input_Buffer_Empty),
        .full(Input_Buffer_Full),
        .tempOut(Data_Transfer),
        .FramerTready(M_AXIS_tready),
        .FFSTail(FFSTail),
        .Delayed_Data_Transfer(Delayed_Data_Transfer),
        .counterPulseOut(counterPulseOutFFS)
    );
    FrameFormerManager #(
    .OUTPUT_WIDTH(OUTPUT_WIDTH)
    ) FFM(
        .ACLK(ACLK),
        .ARESETN(ARESETN),
        .M_AXIS_tdata(M_AXIS_tdata),
        .M_AXIS_tready(M_AXIS_tready),
        .M_AXIS_tkeep(M_AXIS_tkeep),
        .M_AXIS_tvalid(M_AXIS_tvalid),
        .M_AXIS_tlast(M_AXIS_tlast),
        .FFMready(Framer_Ready),
        .is_empty(Input_Buffer_Empty),
        .is_full(Input_Buffer_Full),
        .Packet_Size(Packet_Size),
        .Destination_Address(Destination_Address),
        .Source_Address(Source_Address),
        .Link_Type(Link_Type),
        .SyncWord(SyncWord),
        .Input_Data(Data_Transfer),
        .FFMState(FFMState),
        .counterPulseOut(counterPulseOutFFM)
    );
endmodule
`timescale 1ns / 1ps
module FrameFormerManager # (
    parameter integer OUTPUT_WIDTH = 64
    )(
    input wire ACLK,
    input wire ARESETN,
    input wire is_empty,
    input wire is_full,
    output wire FFMready,
    input wire [63:0] Input_Data, 
    output reg [OUTPUT_WIDTH-1:0] M_AXIS_tdata,
    input wire M_AXIS_tready,
    output reg [7:0] M_AXIS_tkeep,
    output reg M_AXIS_tvalid,
    output reg M_AXIS_tlast,
    input wire [47:0] Destination_Address,
    input wire [47:0] Source_Address,
    input wire [15:0] Link_Type,
    input wire [15:0] SyncWord,
    input wire [13:0] Packet_Size,
    output wire [13:0] FFMState,
    output wire counterPulseOut
    );
    reg counterPulseOutReg;
    assign counterPulseOut=counterPulseOutReg;
    reg[13:0] state;
    assign FFMState=state;    
    assign FFMready = (state>1 && state<Packet_Size) && M_AXIS_tready;
    function void init();
        state<=0;
        M_AXIS_tlast<=0;
        M_AXIS_tvalid<=0;
    endfunction
    function void DataInit();
        M_AXIS_tdata<=0;
        M_AXIS_tkeep<=0;
    endfunction
   always @ (posedge ACLK)begin
        if(!ARESETN)begin
            init();
        end
        else if(M_AXIS_tready || state==0)begin
            if(state==Packet_Size)begin 
                M_AXIS_tlast<=1;
                state<=state+1;
            end
            else if (state>Packet_Size) begin
                M_AXIS_tvalid<=0;
                M_AXIS_tlast<=0;
                state<=0;
            end
            else if (state!=0 )begin 
                M_AXIS_tvalid<=1;
                state<=state+1;
            end
            else if (state==0 & !is_empty)begin 
                state<=state+1;
                M_AXIS_tvalid<=1;
            end
        end
        else 
            state <= state;
   end
   always @ (posedge ACLK) begin
        if(!ARESETN)begin
            DataInit();
            counterPulseOutReg<=0;
        end
        else if(M_AXIS_tready || state==0)begin
            if(state==Packet_Size)begin 
                M_AXIS_tdata <= 64'h5704;
                M_AXIS_tkeep <= 8'h07;
                counterPulseOutReg<=0;
            end            
            else if (state==0 || state>Packet_Size)begin
                M_AXIS_tdata[63:48] <= Source_Address[15:0];
                M_AXIS_tdata[47:0] <= Destination_Address;
                M_AXIS_tkeep <= 8'hFF;
                counterPulseOutReg<=0;
                end
            else if (state==1)begin
                M_AXIS_tdata[63:48] <= SyncWord;
                M_AXIS_tdata[47:32] <= Link_Type;
                M_AXIS_tdata[31:0] <= Source_Address[47:16];
                M_AXIS_tkeep <= 8'hFF;
                counterPulseOutReg<=0;
                end
            else if (state>1 & state<Packet_Size)begin
                M_AXIS_tdata <= Input_Data;
                M_AXIS_tkeep <= 8'hFF;
                counterPulseOutReg<=1;
            end
        end
        else begin
            M_AXIS_tdata <= M_AXIS_tdata; 
            counterPulseOutReg<=0;
        end
    end
endmodule
`timescale 1ns / 1ps
module FrameFormerSubordinate # (
    parameter integer MAX_INTERNAL_SPACE = 64,
    parameter integer OUTPUT_WIDTH = 64,
    parameter integer INPUT_WIDTH = 64 
    )(
    input wire ACLK,
    input wire ARESETN,
    input wire [INPUT_WIDTH-1:0] S_AXIS_tdata,
    input wire [7:0] S_AXIS_tkeep,
    input wire S_AXIS_tvalid,
    input wire S_AXIS_tlast,
    input wire S_AXIS_tready,
    input wire FramerReady,
    input wire FramerTready,
    output wire empty,
    output wire full,
    output wire [OUTPUT_WIDTH-1:0] tempOut,
    output wire [OUTPUT_WIDTH-1:0] Delayed_Data_Transfer,
    output wire [$clog2(MAX_INTERNAL_SPACE):0] FFSTail,
    output wire counterPulseOut
    );
    reg counterPulseOutReg;
    assign counterPulseOut = counterPulseOutReg; 
    reg [INPUT_WIDTH-1:0] tempReg [MAX_INTERNAL_SPACE-1:0];
    reg[$clog2(MAX_INTERNAL_SPACE):0] i;
    reg[$clog2(MAX_INTERNAL_SPACE):0] tail;
    assign S_AXIS_tready = !full; 
    wire InputCondition = S_AXIS_tready & S_AXIS_tvalid;
    wire  OutputCondition = FramerReady;
    reg[OUTPUT_WIDTH-1:0] delayedOut;
    assign Delayed_Data_Transfer = delayedOut; 
    assign FFSTail=tail;
    assign empty = tail == 0; 
    assign full =  tail == MAX_INTERNAL_SPACE;
    assign tempOut=tempReg[0];
    function void shiftandOutput();
        for (i=0; i<MAX_INTERNAL_SPACE; i++)begin
            if (i==MAX_INTERNAL_SPACE-1) begin
              tempReg[i]<= {((OUTPUT_WIDTH)){1'b0}};
            end
            else begin
                tempReg[i]=tempReg[i+1];
            end
        end
    endfunction
    function void shiftOutputInsert();
        for (i=0; i<MAX_INTERNAL_SPACE; i++)begin
            if (i==(tail==0 ? 0:tail-1)) begin
              tempReg[i]<=S_AXIS_tdata;
            end
            else if (i==MAX_INTERNAL_SPACE-1 & tail!=MAX_INTERNAL_SPACE-1) begin
              tempReg[i]<= {((OUTPUT_WIDTH)){1'b0}};
            end
            else if (i!=MAX_INTERNAL_SPACE-1) begin
              tempReg[i]<=tempReg[i+1];
            end
        end
    endfunction
    always @ (posedge ACLK)begin
        if(!ARESETN)begin
            tail <= 0;
            for(i=0;i<MAX_INTERNAL_SPACE;i=i+1)begin  
                tempReg[i]<={((OUTPUT_WIDTH)){1'b0}};
            end
            delayedOut<=0;
            counterPulseOutReg<=0;
        end
        else begin
            if(InputCondition & !OutputCondition)begin
                tempReg[tail]<=S_AXIS_tdata;
                tail<=tail+1;
                counterPulseOutReg<=0;
            end
            else if(OutputCondition & !InputCondition)begin
                shiftandOutput();
                if (tail!=0)
                    tail<=tail-1;
                delayedOut<=tempOut;
                  counterPulseOutReg<=1;               
            end
            else if(OutputCondition & InputCondition)begin
                shiftOutputInsert();
                if(empty)
                    tail<=tail+1;
                else
                    tail<=tail;
                delayedOut<=tempOut;
                  counterPulseOutReg<=1;
            end
            else begin
                for(i=0;i<MAX_INTERNAL_SPACE;i=i+1)begin  
                    tempReg[i]<=tempReg[i];
                end
                delayedOut<=tempOut;
                counterPulseOutReg<=0;
            end
        end 
    end    
endmodule
`timescale 1ns / 1ps
module FrameFormer_wrapper #(
    parameter integer MAX_INTERNAL_SPACE = 64,
    parameter integer OUTPUT_WIDTH = 64,
    parameter integer INPUT_WIDTH = 64
)(
    (* X_INTERFACE_PARAMETER = "ASSOCIATED_CLKEN ARESETN,  ASSOCIATED_BUSIF S_AXIS:M_AXIS" *)
    input wire ACLK,
    input wire ARESETN,
    (* X_INTERFACE_INFO = "xilinx.com:interface:axis:1.0 S_AXIS tdata" *)
    input wire [INPUT_WIDTH-1:0] S_AXIS_tdata,
    (* X_INTERFACE_INFO = "xilinx.com:interface:axis:1.0 S_AXIS tready" *)
    output wire S_AXIS_tready,
    (* X_INTERFACE_INFO = "xilinx.com:interface:axis:1.0 S_AXIS tkeep" *)
    input wire [7:0] S_AXIS_tkeep,
    (* X_INTERFACE_INFO = "xilinx.com:interface:axis:1.0 S_AXIS tvalid" *)
    input wire S_AXIS_tvalid,
    (* X_INTERFACE_INFO = "xilinx.com:interface:axis:1.0 S_AXIS tlast" *)
    input wire S_AXIS_tlast,
    (* X_INTERFACE_INFO = "xilinx.com:interface:axis:1.0 S_AXIS tuser" *)
    input wire [7:0] S_AXIS_tuser,
    (* X_INTERFACE_INFO = "xilinx.com:interface:axis:1.0 M_AXIS tdata" *)
    output wire [OUTPUT_WIDTH-1:0] M_AXIS_tdata,
    (* X_INTERFACE_INFO = "xilinx.com:interface:axis:1.0 M_AXIS tready" *)
    input wire M_AXIS_tready,
    (* X_INTERFACE_INFO = "xilinx.com:interface:axis:1.0 M_AXIS tkeep" *)
    output wire [7:0] M_AXIS_tkeep,
    (* X_INTERFACE_INFO = "xilinx.com:interface:axis:1.0 M_AXIS tvalid" *)
    output wire M_AXIS_tvalid,
    (* X_INTERFACE_INFO = "xilinx.com:interface:axis:1.0 M_AXIS tlast" *)
    output wire M_AXIS_tlast,
    input wire [47:0] Destination_Address,
    input wire [47:0] Source_Address,
    input wire [15:0] Link_Type,
    input wire [15:0] SyncWord,
    input wire [13:0] Packet_Size,
    output wire FFMisReady,
    output wire [13:0] FFMState,
    output wire FFSisFull,
    output wire FFSisEmpty,
    output wire [$clog2(MAX_INTERNAL_SPACE):0] FFSTail,
    output wire [INPUT_WIDTH-1:0] FFSFFM_Data_Transfer,
    output wire [INPUT_WIDTH-1:0] FFSFFM_delayed_Transfer,
    output wire counterPulseOutFFS,
    output wire counterPulseOutFFM
    );
    FrameFormer #(
    .MAX_INTERNAL_SPACE(MAX_INTERNAL_SPACE),
    .OUTPUT_WIDTH(OUTPUT_WIDTH),
    .INPUT_WIDTH(INPUT_WIDTH)
    ) FF(
        .ACLK(ACLK),
        .ARESETN(ARESETN),
        .S_AXIS_tdata(S_AXIS_tdata),
        .S_AXIS_tready(S_AXIS_tready),
        .S_AXIS_tkeep(S_AXIS_tkeep),
        .S_AXIS_tvalid(S_AXIS_tvalid),
        .S_AXIS_tlast(S_AXIS_tlast),
        .M_AXIS_tdata(M_AXIS_tdata),
        .M_AXIS_tready(M_AXIS_tready),
        .M_AXIS_tkeep(M_AXIS_tkeep),
        .M_AXIS_tvalid(M_AXIS_tvalid),
        .M_AXIS_tlast(M_AXIS_tlast),
        .Destination_Address(Destination_Address),
        .Source_Address(Source_Address),
        .Link_Type(Link_Type),
        .SyncWord(SyncWord),
        .Packet_Size(Packet_Size),
        .FFSTail(FFSTail),
        .FFSFFM_Data_Transfer(FFSFFM_Data_Transfer),
        .FFMState(FFMState),
        .FFSisFull(FFSisFull),
        .FFSisEmpty(FFSisEmpty),
        .FFMisReady(FFMisReady),
        .FFSFFM_delayed_Transfer(FFSFFM_delayed_Transfer),
        .counterPulseOutFFS(counterPulseOutFFS),
        .counterPulseOutFFM(counterPulseOutFFM)
    );
endmodule
```
==> flow_summary_export.csv <==
group,metric,value,unit
status,status,"finished clean",
worst_setup_path,path_buffers,5,
timing,worst_pin_slew,1.09,ns
power,clkPwrFrac,0.287,
finish,drive_above_1_share,0.0838,
detailed_routing,viasPerCell,6.38,
flow_run,log.warning_count,95,
timing,setup_viol,0,
timing,layout_worst_path_cycle_share,0.520,
floorplanning,die_w,614,um
clock_tree,ctsHoldBuffers,0,
worst_setup_path,crit_required,24.00,ns
finish,fillers,34300,
detailed_routing,wirelength,705000,um
synthesis,postSynthAreaPerCell,7.71,um2
flow_run,maxCapViolations,0,
clock_tree,root_buffer,"clkbuf_16",
global_route,gr-total-overflow,0,
synthesis,yosys_area,0.188,mm2
detailed_routing,drt_iter0_markers,16600,
worst_hold_path,hold_depth,2,
synthesis,yosysUniqueCellTypes,73,
clock_tree,post-cts-setup-buffers,0,
timing,period_minus_slack,15.61,ns
worst_setup_path,reg2reg_from,"FF.FFM.state[1]",
synthesis,synth_area,0.188,mm2
worst_hold_path,holdPathEnd,"FF.FFS.tempReg[59][58]",
global_route,antenna_found_initial,11,
detailed_routing,vias,180000,
place,place_ws,14.46,ns
worst_setup_path,slowest_delay,0.77,ns
floorplanning,ios,456,
worst_setup_path,crit_family,"buffers and inverters",
power,power.density,97.4,mW/mm2
power,p_comb_frac,0.326,
synthesis,yosysSeqAreaShare,0.454,
global_route,grt_max_degree,176,
global_route,grt_pass1_wl,1070000,um
timing,tns,0,ns
power,power.share.switching,0.386,
synthesis,ys_cells,24300,
worst_setup_path,start_kind,"input port",
synthesis,yosys_warnings,3,
place,dp_hpwl,433000,um
power,irDropWorstVdd,0.0000708,V
synthesis,top_cells_by_area,"dfxtp_1 (45%), nand2_1 (11%), a31oi_1 (8.2%)",
clock_tree,cts_max_level,5,
worst_setup_path,rrSetupSlack,22.92,ns
clock_tree,cts_resized,0,
clock_tree,clk_pin_slew,0.06,ns
global_route,first_global_vias,168000,
worst_setup_path,r2r_end,"FF.FFS.tempReg[49][11]",
finish,postLayoutCellArea,0.208,mm2
detailed_routing,ant_nets,0,
clock_tree,cts_buffers,461,
worst_setup_path,reg2regPathDepth,16,
synthesis,top_area_frac,0.454,
synthesis,synth-async-reset-ratio,0,
clock_tree,clock_sinks,4251,
power,power_frac_seq,0.387,
detailed_routing,drc_errors,0,
floorplanning,die_y,614,um
clock_tree,clk_path_buf_depth,4,
synthesis,synth_flops,4251,
timing,final.setup.worst_slack,14.39,ns
clock_tree,cts_tree,"built",
synthesis,synthCells,24300,
floorplanning,row_count,224,
floorplanning,core,0.373,mm2
synthesis,edf_count,0,
detailed_routing,dr.pass1.iters,8,
worst_setup_path,endpoint_kind,"primary output",
timing,hold_viol_final,0,
timing,rsz0062_at_grt,"no",
worst_hold_path,hold_class,"flop to flop",
timing,hold-worst-slack,0.452,ns
timing,slew_headroom,0.273,
power,power.switching,7.81,mW
worst_setup_path,path_class,"input port to primary output",
power,internal_power,12.4,mW
worst_setup_path,path_cells,"clkdlybuf4s50_1 > inv_1 > ha_1 > nand4_1 > o21bai_1 > a311oi_1 > buf_4 > nor2_1 > nand3_1 > inv_1 > clkdlybuf4s50_1",
finish,syn2layout_area_growth,10.7,%
detailed_routing,wire_per_inst,25.0,um
place,post-place-cells,27400,
worst_hold_path,min_from,"FF.FFS.tempReg[60][58]",
timing,finalClockSkew,0.0409,ns
timing,fmax,64.1,MHz
floorplanning,dieArea,0.378,mm2
floorplanning,fp_util,0.503,
finish,final_util,0.557,
worst_setup_path,cp.arrival,9.61,ns
synthesis,yosysTopAreaCell,"dfxtp_1",
worst_setup_path,cp_slowest_cell,"nand3_1",
timing,drv_slew,0,
power,p_leak,72.7,nW
synthesis,ff_type,"dfxtp_1",
clock_tree,clock_latency,1.01,ns
global_route,gr-usage-all-layers,0.379,
place,gp_congestion,0.947,
place,dpl_cell_area,0.192,mm2
place,io_buffers,438,
worst_setup_path,crit_fanout,6,
finish,layoutNonFillerInstCount,28200,
power,power,20.2,mW
==> worst max-delay path by stage <==
| stage | from | end | slack (ns) | cells after the start |
|---|---|---|---|---|
| global route | Packet_Size[13] | FFMisReady | 14.21 | 10 |
| CTS | Packet_Size[5] | FFMisReady | 14.45 | 11 |
| finish | Packet_Size[5] | FFMisReady | 14.39 | 11 |
==> layer usage <==
layer / share of wire / GRT usage / wire, um / vias up
li1: - / - / - / 84500
met1: 0.43 / 0.558 / 302000 / 87200
met2: 0.44 / 0.568 / 313000 / 6948
met3: 0.081 / 0.0744 / 57200 / 1472
met4: 0.046 / 0.146 / 32600 / 12
met5: 0.000099 / 0 / 70 / -
==> layout by cell type (no fill, tap or decap), types with 193 or more instances in the layout <==
cell type and count:
nand2_1 5616, dfxtp_1 4251, a31oi_1 2443, o21ai_0 2322
nor2_1 1560, nor3_1 1036, o211ai_1 963, a311oi_1 706
buf_4 696, a21oi_1 482, clkbuf_16 472, clkdlybuf4s50_1 373
nor4_1 324, o221ai_1 256, a211oi_1 193
==> worst reg2reg max path: cells and delay by family (launching register included) <==
kind	cells	cell delay, ns
buffers and inverters	6	3.09
and+or+nand+nor	3	1.31
adders and majority gates	2	1.04
AOI/OAI and AO/OA	5	0.99
DFF	1	0.58
==> synth_stat cells (6+ instances only) <==
cell      count
a22o_1       64
mux2i_1     131
buf_1        38
and2_1       11
nand3_1     107
o211ai_1    963
o21ai_0    2322
a211oi_1    193
o21ai_2      22
buf_4        97
buf_2       385
nand4_1      11
ha_1         27
and3_1        6
nor4_1      324
nand2_1    5618
o21ai_4      11
o22ai_1      66
o221a_1      35
o21a_1        8
a21oi_2       9
buf_6        57
o21ai_1       7
nor2_1     1641
a31oi_1    2446
dfxtp_1    4251
inv_1        85
o31ai_4      12
or2_2        66
nor4b_1       7
nor3_1     1043
a311oi_1    706
o221a_2     163
or4_1         6
nor2b_1       9
nand2b_1     11
a21o_1        6
or3_1        11
o221ai_1    256
xor2_1        8
a32o_1       59
a21oi_1     550
clkbuf_1   2430
==> flip-flops by register name, summed over array words and instances (netlist names) <==
signal                     count
FF.FFM.M_AXIS_tdata           64
FF.FFM.M_AXIS_tkeep            2
FF.FFM.M_AXIS_tlast            1
FF.FFM.M_AXIS_tvalid           1
FF.FFM.counterPulseOutReg      1
FF.FFM.state                  14
FF.FFS.counterPulseOutReg      1
FF.FFS.delayedOut             64
FF.FFS.tail                    7
FF.FFS.tempReg              4096
==> cells by family after synthesis <==
family / share of synthesized area
AOI/OAI and AO/OA: 0.276
xor gates and xnor gates: 0.000560
adders and majority gates: 0.00180
buffers and inverters: 0.0687
DFF: 0.454
muxes: 0.00699
and+or+nand+nor: 0.192
==> final cells by class <==
class / count / area (um2) / share of cell area
Sequential cell: 4251 / 85100 / 0.410
Clock buffer: 712 / 14000 / 0.0676
Multi-Input combinational cell: 17000 / 91200 / 0.439
Clock inverter: 123 / 1320 / 0.00633
Tap cell: 4972 / 6220 / 0.0300
Antenna cell: 5 / 12.5 / 0.0000603
Timing Repair Buffer: 1104 / 9380 / 0.0452
Inverter: 88 / 345 / 0.00166
==> power groups by stage <==
stage                 Sequential (mW)  Combinational (mW)  Clock, mW
final                            7.82                6.59       5.81
after global routing             7.96                7.17       6.09
after CTS                        7.80                6.47       5.86
Power figures rest on the tool's default switching activity, not on a simulated workload.
